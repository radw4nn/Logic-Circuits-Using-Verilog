[./design.v]
module lookahead_carry_generator(
    input [3:0] A,
    input [3:0] B,
    input Cin,          
    output [3:0] Sum,
    output Cout         
);
    wire [3:0] G, P;    
    wire [4:0] C;       
    assign G = A & B;    
    assign P = A ^ B;    
    assign C[0] = Cin;   
    assign C[1] = G[0] | (P[0] & C[0]);
    assign C[2] = G[1] | (P[1] & C[1]);
    assign C[3] = G[2] | (P[2] & C[2]);
    assign C[4] = G[3] | (P[3] & C[3]);
    assign Sum = P ^ C[3:0];
    assign Cout = C[4];
endmodule
module ripple_carry_lookahead_adder(
    input [3:0] A,
    input [3:0] B,
    input Cin,          
    output [3:0] Sum,
    output Cout         
);
    lookahead_carry_generator LCAG (
        .A(A),
        .B(B),
        .Cin(Cin),
        .Sum(Sum),
        .Cout(Cout)
    );
endmodule
[./run.sh]
#!/bin/bash
# OpenROAD 26Q1-2900-gdf79404cd8, Yosys 0.63+post, stock flow scripts
make -C /OpenROAD-flow-scripts/flow DESIGN_CONFIG=/design/flow/config.mk WORK_HOME=/design/flow/orfs finish
[./config.mk]
export PLATFORM = sky130hd
export DESIGN_NAME = ripple_carry_lookahead_adder
export DESIGN_NICKNAME = ripple_carry_lookahead_adder
export VERILOG_FILES = /design/flow/design.v
export SDC_FILE = /design/flow/constraint.sdc
export NUM_CORES = 4
export LEC_CHECK = 1
export CORE_AREA = 10 10 70 70
export DIE_AREA = 0 0 80 80
[./constraint.sdc]
current_design ripple_carry_lookahead_adder

set clk_period 3.0
set clk_io_pct 0.2

create_clock -name clk0 -period $clk_period

set non_clock_inputs [all_inputs -no_clocks]
set_input_delay [expr $clk_period * $clk_io_pct] -clock clk0 $non_clock_inputs
set_output_delay [expr $clk_period * $clk_io_pct] -clock clk0 [all_outputs]
==> results_slide.txt <==
Synthesis and Place & Route Summary

Final timing
  • RSZ-0062 raised after global routing: false
  • Peak Freq: 344 MHz
  • Minimum clock period: 2.91 ns
  • Final hold vios: 0
  • Tcrit/Tclk final: between 90% and 100%
  • Final WS setup: about 0.095 ns
  • Slew @ Worst Pin: 0.0989 ns
  • Max_slew headroom: 93.4%
  • Final tally of setup violations: 0
  • Fin. max-slew vios: 0

Status
  • Outcome: finished, final reports clean

Route
  • Post-route DRC: 0
  • DRC marker count from the first detailed-route iteration: 0
  • ANT nets after route: 0
  • Initial DRT Pass Iterations: 1
  • Diode count: 0
  • Vias per Instance: about 1.8
  • Wire length per cell: 6.01 um
  • Final wirelength: around 450 um
  • Vias: 131

GRT
  • Vias in the first global route: 117
  • Largest net degree at the start of global routing: 2
  • Busiest grt layer: met1
  • Grt ovf: 0
  • Grt met2 use: 1.69%
  • Met3 Resource Use GR: 0.795%
  • All-Layer GR Usage: roughly 1.3%
  • Initial antenna violation count: 0
  • Grt met1 use: 1.74%
  • First-pass GRT wire length: 641 um

Critical path
  • CP Buf/Inv Count: 6
  • Crit-path slowest cell: fa_2
  • Critical path's largest stage delay: 0.43 ns
  • Stages on the worst setup path: 10
  • Crit path cell chain: buf_2 -> inv_2 -> fa_2 -> inv_2 -> fa_2 -> fa_2 -> inv_2 -> fa_2 -> inv_2 -> buf_2
  • Startpoint Class: input port
  • Critical Path RT: 2.40 ns
  • Crit path max fanout: 1
  • Crit Path Class: input port to output port
  • Crit-path leading delay family: adder cells
  • Crit path DAT: 2.31 ns
  • CP Capture Type: output port

Cells and area
  • Flip-flop and latch area: 0 um2
  • Fill cell count: 408
  • Comb area: 90.1 um2
  • Post-route cell area: 304 um2
  • Post-Layout Cell Count: 74
  • Layout area overhead: 159%
  • Top cells excl fill/tap: 7 x inv_2, 6 x clkdlybuf4s50_1, 4 x fa_2, 4 x buf_2
  • Share of layout cells above drive strength 1: 53.6%
  • Util after Layout: 8.90%
  • Most instantiated logic cell after routing: inv_2
  • Registers: 0
  • Layout clock buffers: 0

Clock tree
  • Hold_buf cts: 0
  • Post-CTS Setup Inserts: 0

Place
  • Final Wtd Congestion: 0.765
  • Dpl hpwl: 430 um
  • Pre-CTS setup slack: -0.690 ns
  • Number of placed instances, taps included: 74
  • Port bufs: 14
  • Post-DP Area: 315 um2

Logic synthesis
  • Mapped Avg Cell Area: about 8.4 um2
  • Cell Area, Synth: 118 um2
  • Post-synth cell types: 2
  • Syn Inst Count: 14
  • Ys cells: 14
  • Syn. warnings: 0
  • Seq/Total Area, Yosys: 0%
  • Yosys synthesis chip area: between 100 and 150 um2

Power and ir drop
  • VDD IR max: 0.0396 mV
  • P per Cell Area: between 100 and 150 nW/um2
  • Lkg Pwr: 0.140 nW

Flow run
  • Max Cap Violations: 0
  • Tool warnings: 32

Die
  • Std cell rows: 21
  • Ports: 14
  • Floorplan utilization: 3.44%
  • Placeable Area: approximately 3400 um2
  • Die W: 80 um
  • Die Height: 80 um
  • Die ar.: 6400 um2

Min path
  • Hold Crit Depth: 4
  • Worst Hold Class: input port to output port
[layer usage]
metal / vias to the layer above / wire length (um)
met3: 0 / 97
li1: 60 / -
met1: 58 / 205
met5: - / 0
met2: 13 / 141
met4: 0 / 0
[report_power, final]
group / total [mW] / internal (mW) / switching [mW]
Clock: 0 / 0 / 0
Combinational: 0.0434 / 0.0285 / 0.0149
Sequential: 0 / 0 / 0
[worst paths after layout]
| path | start | to | slack, ns |
|---|---|---|---|
| worst max-delay path | B[0] | Sum[3] | 0.09 |
| worst min-delay path | B[1] | Sum[2] | 1.93 |
[worst min-delay path: cells and delay by family]
family	cells	cell delay, ns
buffers and inverters	2	0.32
adder cells (fa/ha/maj)	2	0.41
[through the flow]
stage / hold slack [ns] / total power [mW] / TNS [ns]
after floorplan: 1.31 / 0.00872 / 0
after global placement: 2.24 / 0.0483 / -1.45
after detailed placement: 2.27 / 0.0487 / -1.54
after CTS: 1.99 / 0.0447 / 0
after global routing: 2.01 / 0.0496 / 0
final: 1.93 / 0.0434 / 0
[kinds of logic (layout without fill, tap and decap cells)]
family                   after synthesis  after routing  share of synthesized area (%)
buffers and inverters                 10             24                           31.9
adder cells (fa/ha/maj)                4              4                           68.1
[area by class of cell]
type / instances / share of cell area, %
Inverter: 10 / 12.3
Multi-Input combinational cell: 4 / 29.6
Tap cell: 46 / 18.9
Timing Repair Buffer: 14 / 39.1
[cell usage after synthesis (all sizes together)]
library cell | number | area (um2)
inv | 10 | 37.5
fa | 4 | 80.1
[what timing repair did]
item | 4_1_cts | 5_1_grt
gates resized | 25 | 3
pin swaps | 4 | 3
endpoints found under the setup margin | 4 | 1
Power and IR drop assume default switching activity.
