==> flow/design.v <==
module half_adder(
    input A,
    input B,
    output Sum,
    output Carry
);
    assign Sum = A ^ B;      
    assign Carry = A & B;    
endmodule
module full_adder(
    input A,
    input B,
    input Cin,       
    output Sum,
    output Cout      
);
    wire sum1, carry1, carry2;
    half_adder HA1 (
        .A(A),
        .B(B),
        .Sum(sum1),
        .Carry(carry1)
    );
    half_adder HA2 (
        .A(sum1),
        .B(Cin),
        .Sum(Sum),
        .Carry(carry2)
    );
    assign Cout = carry1 | carry2;
endmodule
module ripple_carry_adder(
    input [3:0] A,
    input [3:0] B,
    input Cin,        
    output [3:0] Sum,
    output Cout       
);
    wire c1, c2, c3;
    full_adder FA1 (
        .A(A[0]),
        .B(B[0]),
        .Cin(Cin),
        .Sum(Sum[0]),
        .Cout(c1)
    );
    full_adder FA2 (
        .A(A[1]),
        .B(B[1]),
        .Cin(c1),
        .Sum(Sum[1]),
        .Cout(c2)
    );
    full_adder FA3 (
        .A(A[2]),
        .B(B[2]),
        .Cin(c2),
        .Sum(Sum[2]),
        .Cout(c3)
    );
    full_adder FA4 (
        .A(A[3]),
        .B(B[3]),
        .Cin(c3),
        .Sum(Sum[3]),
        .Cout(Cout)
    );
endmodule
==> flow/run.sh <==
#!/bin/bash
# OpenROAD 26Q1-2900-gdf79404cd8, Yosys 0.63+post, stock flow scripts
make -C /OpenROAD-flow-scripts/flow DESIGN_CONFIG=/design/flow/config.mk WORK_HOME=/design/flow/orfs finish
==> flow/config.mk <==
export PLATFORM = sky130hd
export DESIGN_NAME = ripple_carry_adder
export DESIGN_NICKNAME = ripple_carry_adder
export VERILOG_FILES = /design/flow/design.v
export SDC_FILE = /design/flow/constraint.sdc
export NUM_CORES = 4
export LEC_CHECK = 1
export CORE_AREA = 10 10 70 70
export DIE_AREA = 0 0 80 80
==> flow/constraint.sdc <==
current_design ripple_carry_adder

set clk_period 3.0
set clk_io_pct 0.2

create_clock -name clk0 -period $clk_period

set non_clock_inputs [all_inputs -no_clocks]
set_input_delay [expr $clk_period * $clk_io_pct] -clock clk0 $non_clock_inputs
set_output_delay [expr $clk_period * $clk_io_pct] -clock clk0 [all_outputs]
==> metrics.cfg <==
[status]
status = complete, no violations

[place]
port_buffers = 14
post-place-ws_ps = -688
placed_area_um2 = 315
gp_congestion = 0.797
hpwlAfterDp_um = 427
dp_cells = 74

[cells_and_area]
seqCellArea_um2 = 0
fill_cells = 420
stdcell_area_um2 = 302
drive_gt1_frac = 0.429
post-route-util = 0.0883
flop-count = 0
mostFrequentLayoutCell = clkdlybuf4s50_1
nClkBuffers = 0
layout_top_cells = 6 x clkdlybuf4s50_1, 5 x inv_2, 5 x inv_1, 4 x buf_2
area_growth_pct = 104
final_cells = 74

[drt]
num_vias = 132
ant_nets = 0
wl_per_cell_um = 6.03
dr.pass1.iters = 1
diodes = 0
drtIter0Drc = 0
wirelength_um = 446
via_per_inst = 1.78
route.detailed.drc = 0

[pwr]
seqPwrFrac = 0
internal_power_w = 0.0000274
swShare = 0.341
pwr-share-comb = 1.000
leakagePower_nw = 0.143
vdd_ir_drop_max_v = 0.0000342
clock_power_share = 0
pwr_density_cell_nw_per_um2 = 138
switchingPower_w = 0.0000142

[global_route]
grt_remaining_overflow = 0
grt_pass1_vias = 153
grt_first_pass_wirelength_um = 669
grt_usage = 0.0135
antenna_found_initial = 0
grt_max_degree = 2

[yosys]
ys_seq_frac = 0
yosys_warnings = 0
ys_cells = 18
syn_area_um2 = 148
synth.distinct_cells = 3
syn_area_per_cell_um2 = 8.20
netlist_instances = 18
yosys_area_um2 = 148

[min_path]
min_to = Sum[3]
hp-class = in -> out
whs_path_depth = 5
hold_start = B[3]

[floorplan]
die_x_um = 80
die.size.y_um = 80
num_rows = 21
io_pins = 14
dieArea_um2 = 6400
fp.coreArea_um2 = 3420
fp_util = 0.0432

[timing]
period_used_share = 0.959
fmax_mhz = 348
slew_headroom = 0.933
finalSetupViolCount = 0
drv_slew = 0
finalHoldViolations = 0
rsz0062_at_grt = false
min_period_ps = 2880
setup_ws_ps = 123
worst_pin_slew_ps = 100

[critical_path]
cp.depth = 10
crit_path_top_delay_cell = fa_1
critPathBufInv = 6
max_stage_delay_ps = 400
critPathTopFamily = adder cells
crit_type = in -> out
critPathCaptureType = output pin
start_kind = primary input
worstPathCellList = buf_2 > inv_2 > fa_2 > inv_2 > fa_2 > fa_2 > inv_2 > fa_1 > inv_1 > buf_2
cp_max_fo = 1
cp.required_ps = 2400
crit_arrival_ps = 2280

[clock_tree]
hold_buffers = 0

[job]
warnings = 32
cap_violations = 0

[cells by family after synthesis]
family	Yosys count	synth area share
fa+ha+maj	4	0.542
buf+inv	14	0.458
[power groups by stage]
stage,clock (W),combinational (W),sequential [W]
CTS,0,0.0000441,0
global route,0,0.0000492,0
finish,0,0.0000416,0
[layout make-up]
type	instances	area, um^2	area share
timing repair buffer	14	119	0.394
inverter	10	37.5	0.124
multi-input combinational	4	87.6	0.290
tap	46	57.6	0.191
[synthesized netlist by cell type]
library cell / n / area, um^2
fa_1: 4 / 80.1
buf_4: 4 / 30.0
inv_1: 10 / 37.5
[per-layer routing]
metal	GRT usage	wire [um]	vias up	share of wire
li1	-	-	60	-
met3	0.00795	77	0	0.17
met5	0	0	-	0
met4	0	0	0	0
met2	0.0161	106	14	0.24
met1	0.0207	262	58	0.59
[per-stage QoR]
stage          hold slack [ps]  power (W)  TNS, ps
6_report                  1940  0.0000416        0
5_1_grt                   2000  0.0000492        0
3_3_place_gp              2240  0.0000484    -1440
3_5_place_dp              2270  0.0000491    -1550
2_1_floorplan             1420  0.0000229        0
4_1_cts                   1960  0.0000441        0
[worst max path at each step]
stage	start	slack, ps	end
5_1_grt	Cin	30	Sum[3]
4_1_cts	B[1]	10	Sum[3]
6_report	A[0]	120	Sum[3]
[timing repair]
item / CTS / global route
gates resized: 24 / 1
setup buffers: 0 / 0
setup endpoints to repair: 4 / 1
pin swaps: 4 / 2
Power is estimated from default activity; no workload was simulated.
